### flow/run.sh
#!/bin/bash
# OpenROAD 26Q1-2900-gdf79404cd8, Yosys 0.63+post, stock flow scripts
make -C /OpenROAD-flow-scripts/flow DESIGN_CONFIG=/design/flow/config.mk WORK_HOME=/design/flow/orfs finish
### flow/config.mk
export PLATFORM = sky130hd
export DESIGN_NAME = branch_predictor
export DESIGN_NICKNAME = branch_predictor
export VERILOG_FILES = /design/flow/design.v
export SDC_FILE = /design/flow/constraint.sdc
export NUM_CORES = 4
export LEC_CHECK = 1
export CORE_UTILIZATION = 40
export SYNTH_HDL_FRONTEND = slang
### flow/constraint.sdc
current_design branch_predictor

set clk_period 6.6
set clk_io_pct 0.2

create_clock -name clk0 -period $clk_period [get_ports {clk}]

set non_clock_inputs [all_inputs -no_clocks]
set_input_delay [expr $clk_period * $clk_io_pct] -clock clk0 $non_clock_inputs
set_output_delay [expr $clk_period * $clk_io_pct] -clock clk0 [all_outputs]
### flow/design.v
module branch_predictor (
    input wire clk,                   
    input wire rst_n,                 
    input wire [31:0] pc,             
    input wire branch_valid,          
    input wire branch_taken,          
    output reg prediction             
);
    parameter BHR_SIZE = 4;           
    parameter PHT_SIZE = 16;          
    parameter COUNTER_MAX = 3;        
    parameter PHT_ADDR_WIDTH = $clog2(PHT_SIZE);  
    reg [BHR_SIZE-1:0] bhr;           
    reg [1:0] pht [0:PHT_SIZE-1];     
    wire [PHT_ADDR_WIDTH-1:0] pht_index;  
    assign pht_index = (pc[PHT_ADDR_WIDTH-1:0] ^ bhr);
    always @(*) begin
        prediction = (pht[pht_index] >= 2);  
    end
    always @(posedge clk or negedge rst_n) begin
        if (!rst_n) begin
            bhr <= 0;
            for (integer i = 0; i < PHT_SIZE; i = i + 1) begin
                pht[i] <= 2;
            end
        end
        else if (branch_valid) begin
            if (branch_taken) begin
                if (pht[pht_index] < COUNTER_MAX)
                    pht[pht_index] <= pht[pht_index] + 1;
            end
            else begin
                if (pht[pht_index] > 0)
                    pht[pht_index] <= pht[pht_index] - 1;
            end
            bhr <= {bhr[BHR_SIZE-2:0], branch_taken};
        end
    end
endmodule
==> GITHUB_STEP_SUMMARY <==
## Synthesis and layout report

| Metric | Value |
|---|---|
| Routed len/inst | 16.3 um |
| Post-Route WL | 3.42 mm |
| Root Buffer | clkbuf_8 |
| Final hold violations | 0 |
| Gates resized, CTS repair | 0 |
| Gr ovfl total | 0 |
| Reg2Reg Setup Slack | 2620 ps |
| Lkg Pwr | 0.896 nW |
| Post-CTS Setup Repair Bufs | 0 |
| Initial Utilization | 0.427 |
| DRC | 0 |
| Asr flop ratio synth | 1.00 |
| Critical path endpoint category | output port |
| WP buf/inv | 3 |
| ANT cells | 0 |
| Area share, top type | 0.262 |
| Setup CP Type | primary input to output port |
| Post-route ant nets | 0 |
| DRT Pass-1 Iters | 6 |
| Worst R2R Start | bhr[0] |
| Pin count of the biggest net entering global routing | 37 |
| Yosys warning tally | 0 |
| CP required | 5280 ps |
| # IOs | 37 |
| Hold-fix buffers, CTS | 0 |
| Die height | 71.1 um |
| Worst r2r path cells | 9 |
| EDFF count, synth | 0 |
| FP Rows | 24 |
| CP Launch Point | pc[0] |
| Setup WS post-layout | 912 ps |
| Cell Chain, Critical Path | clkdlybuf4s50_1 -> xor2_2 -> mux4_1 -> o22a_1 -> o221a_2 -> ha_1 -> inv_1 -> o41ai_1 -> clkdlybuf4s50_1 |
| Combinational Power Share | 0.413 |
| # clock sinks | 36 |
| Sequential power share | 0.417 |
| Clock Power Share | 0.170 |
| Crit path DAT | 4370 ps |
| Ys flop type | dfrtp_1 |
| Worst Tran Pin Value | 801 ps |
| Detailed Route Iter0 Violations | 58 |
| Hold WS | 505 ps |
| Yosys cell count | 144 |
| Register bit total from synthesis | 36 |
| Slew Viols, Final | 0 |
| Fin crit period | 5690 ps |
| First-pass GRT wire length | 6.07 mm |
| Setup_tns | 0 ps |
| Layout cell share with drive strength beyond 1 | 0.430 |
| Synth Seq Share | 0.482 |
| CTS clk-pin slew, worst paths | 60 ps |
| Fillers | 364 |
| Core Box Area | 4470 um2 |
| Switching pwr | 0.000306 W |
| Syn Std Cell Area | 1910 um2 |
| GRT Overall Usage | 0.160 |
| Clk_skew | 3.72 ps |
| Chip area | 5060 um2 |
| Worst-path maximum fanout | 12 |
| Slew headroom | 0.465 |
| Power per Cell Area | 446 nW/um2 |
| Fin crit share | 0.862 |
| Yosys stat chip area | 1910 um2 |
| Slowest cell on crit path | mux4_1 |
| Commonest cells post-synth | mux2_2 (38), dfrtp_1 (20), nor2_1 (20) |
| DP Cell Count | 203 |
| Area Growth Syn to Fin | 12.2% |
| Max Cap Violations | 0 |
| Pint | 0.000650 W |
| Via Count | 1,152 |
| Largest stage delay, worst path | 750 ps |
| Total CTS buffers | 5 |
| Tot Pwr | 0.000956 W |
| Cell Type Count | 24 |
| Outcome | finished clean |
| Critical Path Stages | 9 |
| Vias in the first global route | 1,227 |
| Syn Inst Count | 144 |
| Detailed placement HPWL | 2.39 mm |
| H-tree Lvls | 2 |
| Post-placement setup slack | 898 ps |
| VDD IR-drop max | 0.164 mV |
| Comb area | 923 um2 |
| Hold Path Class | register to register |
| CP delay by family, top | buffers and inverters |
| Final std cells w/o fill | 210 |
| CTS tree | yes |
| PortBufs | 8 |
| CP Launch Type | primary input |
| Sequential Area | 921 um2 |
| Log Warnings | 55 |
| Sw Share | 0.320 |
| Area leader, netlist | dfrtp_1 |
| WHS Path Cells | 1 |
| Fmax | 0.176 GHz |
| Initial antenna violation count | 0 |
| Final GP Congestion | 0.808 |
| Synth top cell by count | mux2_2 |
| RSZ-0062 raised after global routing | no |
| Final Setup Violations | 0 |
| Die W | 71.1 um |
| Clk buf depth | 2 |
| Latency at later pin | 280 ps |
| Most frequent CP cell | clkdlybuf4s50_1 |
| Avg Synthesized Cell Area | 13.3 um2 |
| Biggest area cells | dfrtp_1 (26%), mux2_2 (22%), dfstp_2 (22%), mux4_1 (6.9%), nor2_1 (3.9%) |
| Via-per-instance ratio | 5.49 |
[layer usage]
| metal | track usage | wire length [um] | part of all wire | vias up |
|---|---|---|---|---|
| met5 | 0 | 0 | 0 | - |
| met4 | 0.0311 | 85 | 0.025 | 0 |
| met3 | 0.0303 | 97 | 0.028 | 10 |
| met2 | 0.251 | 1530 | 0.45 | 22 |
| met1 | 0.245 | 1700 | 0.50 | 572 |
| li1 | - | - | - | 548 |
[placed cells by master (no fill, tap or decap), drive strengths merged, types with 2 or more instances in the layout]
| cell type | n |
|---|---|
| xnor2 | 4 |
| mux2i | 5 |
| nor2 | 20 |
| nand4 | 2 |
| mux2 | 38 |
| buf | 3 |
| inv | 10 |
| mux4 | 6 |
| ha | 3 |
| clkbuf | 7 |
| nand2 | 4 |
| dfrtp | 20 |
| dfstp | 16 |
| clkdlybuf4s50 | 8 |
| xor2 | 4 |
[stage by stage]
stage | util | area [um2]
after floorplan | - | 1910
after global placement | 0.458 | 2050
after detailed placement | 0.458 | 2050
after CTS | 0.480 | 2150
after global routing | 0.480 | 2150
final | 0.480 | 2150
[power by group through the flow]
| stage | registers [W] | clock network [W] | logic, W |
|---|---|---|---|
| after CTS | 0.000400 | 0.000168 | 0.000398 |
| after global routing | 0.000416 | 0.000178 | 0.000439 |
| final | 0.000399 | 0.000162 | 0.000395 |
[worst max path at each step]
stage / endpoint / slack [ps]
after CTS: prediction / 870
after global routing: prediction / 760
final: prediction / 910
[final cells by class]
| type | count | share of cell area |
|---|---|---|
| Clock buffer | 7 | 0.0449 |
| Inverter | 10 | 0.0175 |
| Multi-Input combinational cell | 94 | 0.430 |
| Sequential cell | 36 | 0.429 |
| Tap cell | 52 | 0.0303 |
| Timing Repair Buffer | 11 | 0.0478 |
[cell families (layout without fill, tap and decap cells)]
| kind of cell | count (synthesis) | after routing | synth area share |
|---|---|---|---|
| adders and majority gates | 3 | 3 | 0.0196 |
| AOI/OAI and AO/OA | 4 | 4 | 0.0196 |
| xor gates and xnor gates | 8 | 8 | 0.0406 |
| DFF | 36 | 36 | 0.482 |
| buffers and inverters | 14 | 28 | 0.0353 |
| and+or+nand+nor | 30 | 30 | 0.0726 |
| muxes | 49 | 49 | 0.330 |
Power is estimated from default activity; no workload was simulated.
